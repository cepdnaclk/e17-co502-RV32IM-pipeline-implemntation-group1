--- config.mk ---
export PLATFORM = sky130hd
export DESIGN_NAME = immediate_generate
export DESIGN_NICKNAME = immediate_generate
export VERILOG_FILES = /design/flow/design.v
export SDC_FILE = /design/flow/constraint.sdc
export NUM_CORES = 4
export LEC_CHECK = 1
export CORE_AREA = 10 10 70 70
export DIE_AREA = 0 0 80 80
--- run.sh ---
#!/bin/bash
# OpenROAD 26Q1-2900-gdf79404cd8, Yosys 0.63+post, stock flow scripts
make -C /OpenROAD-flow-scripts/flow DESIGN_CONFIG=/design/flow/config.mk WORK_HOME=/design/flow/orfs finish
--- design.v ---
module immediate_generate(IMM_SEL,IN, OUT );
    input [24:0] IN;             
    input [2:0] IMM_SEL;         
    output reg [31:0] OUT;       
    wire [31:0]  U_OUT,
                J_OUT,
                B_OUT,
                I_SIGN_OUT,
                I_UNSIGN_OUT,
                S_OUT,
                I_SHIFT_OUT;
    assign U_OUT[11:0] = {12{1'b0}};
    assign U_OUT[31:12] = IN[24:5];
    assign J_OUT[1:0] = 2'b00;        
    assign J_OUT[11:2] = IN[23:14];
    assign J_OUT[12] = IN[13];
    assign J_OUT[20:13] = IN[12:5];
    assign J_OUT[31:21] = {11{IN[24]}};
    assign B_OUT[1:0] = 2'b00;
    assign B_OUT[5:2] = IN[4:1];
    assign B_OUT[11:6] = IN[23:18];
    assign B_OUT[12] = IN[0];
    assign B_OUT[31:13] = {19{IN[24]}};
    assign I_SIGN_OUT[11:0] = IN[24:13] ;
    assign I_SIGN_OUT[31:12] = {20{IN[24]}};
    assign I_UNSIGN_OUT[11:0] = IN[24:13] ;
    assign I_UNSIGN_OUT[31:12] = {20{1'b0}};
    assign S_OUT[4:0] = IN[4:0] ;
    assign S_OUT[11:5] = IN[24:18];
    assign S_OUT[31:12] = {20{IN[24]}};
    assign I_SHIFT_OUT[4:0] = IN[17:13];
    assign I_SHIFT_OUT[31:5] = {27{1'b0}};    
    always @(*)
    begin
        case(IMM_SEL)
            3'b000: OUT = U_OUT;
            3'b001: OUT = J_OUT;
            3'b010: OUT = S_OUT;
            3'b011: OUT = B_OUT;     
            3'b100: OUT = I_SIGN_OUT;          
            3'b101: OUT = I_SHIFT_OUT;         
            3'b111: OUT = I_UNSIGN_OUT;           
            default: OUT = 0 ;  
        endcase
    end
endmodule
--- constraint.sdc ---
current_design immediate_generate

set clk_period 5.6
set clk_io_pct 0.2

create_clock -name clk0 -period $clk_period

set non_clock_inputs [all_inputs -no_clocks]
set_input_delay [expr $clk_period * $clk_io_pct] -clock clk0 $non_clock_inputs
set_output_delay [expr $clk_period * $clk_io_pct] -clock clk0 [all_outputs]
==> impl_metrics.tcl <==
# flow metrics
set metrics [dict create \
    worst_ep_required_time_ns 4.48 \
    slew_violations 0 \
    hpwlAfterDp_mm 2.230 \
    drive_above_1_share_pct 2.190 \
    ir_drop_mv 0.02681 \
    worstSetupStartpointType "primary input" \
    grt_pass1_wl_mm 4.319 \
    grtUsageTotal_pct 8.035 \
    register_area_um2 0 \
    antenna_found_initial 0 \
    grt_max_degree 24 \
    cp_common_cell "clkdlybuf4s50_1" \
    synthToLayoutAreaGrowth_pct 97.98 \
    tool_warnings 32 \
    seq_area_frac_synth_pct 0 \
    die_height_um 80 \
    gp_congestion 0.7841 \
    worstPathMaxFanout 23 \
    num_antenna_cells 0 \
    cp_num_buf_inv 2 \
    coreArea_mm2 0.003416 \
    finalSetupViolations 0 \
    first_pass_iters 4 \
    ys_warn_count 1 \
    fmax_ghz 0.2164 \
    syn_area_um2 619.3 \
    critical_path_class "in -> out" \
    viasPerCell 4.656 \
    syn_inst 85 \
    clkbuf_count 0 \
    yosysTopAreaCellShare_pct 19.39 \
    grt_pass1_vias 845 \
    die_area_mm2 0.006400 \
    wl_per_cell_um 14.62 \
    worst_slew_pin_slew_ns 0.7701 \
    post_cts_buffers 0 \
    rows 21 \
    route.detailed.drc 0 \
    yosysMostFrequentCell "mux2i_1" \
    top_cells_by_area "mux2i_1 (19%), a21o_1 (13%), a22o_1 (8.5%)" \
    synth_cell_types 27 \
    rsz0062_at_grt "false" \
    worstPathCellList "clkdlybuf4s50_1, nor2b_1, a22oi_1, o221ai_1, clkdlybuf4s50_1" \
    fin_crit_ns 4.620 \
    via_count 852 \
    ys_cells 85 \
    ys_area_um2 619.3 \
    ff_count 0 \
    io_pins 60 \
    cts_hold_buf 0 \
    hold_path_class "in -> out" \
    cp-end-kind "output pin" \
    path_delay_family "buffers and inverters" \
    die_x_um 80 \
    antenna_left 0 \
    gr-total-overflow 0 \
    holdWs_ns 3.219 \
    slew_headroom_pct 48.38 \
    synthTopCellsByCount "mux2i_1 (12), a21o_1 (11), o21ai_1 (7)" \
    initCoreUtil_pct 18.13 \
    p_per_area_mw_per_mm2 83.84 \
    io_buffers 60 \
    p_leak_nw 0.5146 \
    finalSetupTns_ns 0 \
    slowest_delay_ns 0.79 \
    report.final.hold_viol_count 0 \
    period_used_pct 82.51 \
    outcome "complete, no violations" \
    syn_area_per_cell_um2 7.286 \
    slowest_stage "clkdlybuf4s50_1" \
    maxCapViolCount 0 \
    wl_mm 2.675 \
    post-synth-top-area-cell "mux2i_1" \
    arrival_ns 3.50 \
    dr.first_iter.drc_count 11 \
    cts_resized 0 \
    fin_util_pct 35.90 \
]
==> path summary, 6_finish.rpt <==
| kind | from | end | slack, ns | depth (start not counted) |
|---|---|---|---|---|
| max | IMM_SEL[2] | OUT[2] | 0.98 | 5 |
| min | IN[1] | OUT[1] | 3.22 | 4 |
==> cell type report <==
class	instances	area [µm²]
fillers	377	2190
inverters	1	3.754
multi-input cells	75	556.8
well taps	46	57.56
repair buffers	61	608.1
==> cell usage in the layout (no fill, tap or decap), types with 2 or more instances in the layout <==
cell             instances
nor2b_1                  3
o21ai_1                  7
clkdlybuf4s50_1         60
a22oi_1                  3
o21ai_0                  6
o221ai_1                 3
xnor2_1                  2
a21o_1                  11
nand2b_1                 5
a22o_1                   6
nand3_1                  6
mux2i_1                 12
==> metrics by stage <==
step                setup WS (ns)  total power [W]  cell area, µm²  cells
CTS                        0.9576        0.0001055            1226    183
finish                     0.9796        0.0001028            1226    183
global route               0.6870        0.0001145            1226    183
floorplan                   2.647       0.00003692           619.3     85
detailed placement         0.9711        0.0001048            1226    183
global placement            1.022        0.0001044            1226    183
==> metal layers <==
layer	wire length [µm]	global-route usage (%)	vias to the layer above
met5	0	0	-
met1	1183	10.94	384
met2	1192	12.12	33
met3	299	3.523	0
li1	-	-	435
met4	0	0	0
==> kinds of logic (layout without fill, tap and decap cells) <==
logic type                Yosys count  in the layout  synth area share (%)
AOI/OAI and AO/OA                  40             40                 45.25
xor gates and xnor gates            2              2                 2.829
buffers and inverters              10             62                 10.10
muxes                              12             12                 19.39
and+or+nand+nor                    21             21                 22.43
==> report_power, final <==
group / total (W) / switching [W] / internal (W)
registers: 0 / 0 / 0
logic: 0.000103 / 0.0000335 / 0.0000693
clock network: 0 / 0 / 0
Power figures rest on the tool's default switching activity, not on a simulated workload.
